==> flow/design.v <==
module Com(I2C_clk, NewCom, reset, SubAddrL, data, Write);
    input I2C_clk, NewCom, reset;
    output Write;
    output [7:0] SubAddrL, data;
    wire ComEnd;
    wire [4:0] Com;
    counterT #(.n(32), .counter_bits(5)) 
              counter(.clk(I2C_clk), .en(NewCom), .r(reset), .q(Com), .co(ComEnd));
    Com_control c1(.reset(reset), .Write(Write), .ComEnd(ComEnd), .NewCom(NewCom), .clk(I2C_clk));
    wire [15:0] Com_out;
    decoder5_16 d1 (.in(Com), .out(Com_out));
    assign data = Com_out[7:0];
    assign SubAddrL = Com_out[15:8];   
endmodule
module Com_control(reset, Write, ComEnd, NewCom, clk);
    input clk, ComEnd, NewCom, reset;
    output Write;
    reg Write;
    reg [1:0]state;
    reg [1:0]n_state;
    parameter Comreset=0, ComWrite=1, ComWait=2, ComStop=3;
    always@(posedge clk)
       begin
       if(reset) state <= Comreset;
       else state <= n_state;
       end
    always@(*)
       begin
       case (state)
           Comreset: begin n_state <= ComWrite; Write=0; end
           ComWrite: begin n_state <= ComWait; Write=1; end
           ComWait: begin Write = 0;
                             if(ComEnd) 
                             begin n_state <= ComStop;  end
                             else if(NewCom) 
                                begin n_state <= ComWrite; end
                             else 
                                begin n_state <= ComWait; end
                    end
        default: begin  Write = 0; end           
       endcase
       end   
endmodule
module decoder5_16(in, out);
    input [4:0]in;
    output reg [15:0] out;
    always@(*)
       case (in)
           5'b00000: out = 16'h0A_01;
			  5'b00001: out = 16'h0B_07;
			  5'b00010: out = 16'h0C_01;
  	      		5'b00011: out = 16'h0D_07;
		  	  5'b00100: out = 16'h19_13;
			  5'b00101: out = 16'h1C_21;
			  5'b00110: out = 16'h1E_41;
			  5'b00111: out = 16'h20_05;
			  5'b01000: out = 16'h21_11;
			  5'b01001: out = 16'h23_E6;
			  5'b01010: out = 16'h24_E6;
			  5'b01011: out = 16'h25_E6;
			  5'b01100: out = 16'h26_E6;
			  5'b01101: out = 16'h29_03;
			  5'b01110: out = 16'h2A_03;
			  5'b01111: out = 16'hF2_01;
			  5'b10000: out = 16'hF3_01;
			  5'b10001: out = 16'hF9_7F;
			  5'b10010: out = 16'h22_01;
			  5'b10011: out = 16'hFA_03;
			  default:  out = 16'hFA_03;
       endcase
endmodule
module I2C(reset, write, I2C_clk, Addr, SubAddrH, SubAddrL, Data, SDA, SCL, ready, errory);
    input reset, write, I2C_clk;
    input [7:0] Addr, SubAddrH, SubAddrL, Data;
    output ready, errory;
    inout SDA, SCL;
    wire [2:0] sel;
    wire SclEn, ready, errory, SetCountMax;
    wire LastData; 
    I2C_Control i1 (.reset(reset), .write(write), .I2C_clk(I2C_clk), .sel(sel), .SclEn(SclEn), .ready(ready), 
                 .errory(errory), .SetCountMax(SetCountMax), .SDA(SDA), .SCL(SCL), .LastData(LastData));
    wire [2:0] bit_n;
    sub sub1 (.clk(I2C_clk), .en(~SCL), .s(SetCountMax), .q(bit_n), .LastData(LastData));
    reg InsideSda;
    always@(*)
       begin
          case (sel)
             3'b000: InsideSda = 1'b0;
             3'b001: InsideSda = 1'b1;
             3'b010: InsideSda = Addr[bit_n];
             3'b011: InsideSda = SubAddrH[bit_n];
             3'b100: InsideSda = SubAddrL[bit_n];
             3'b101: InsideSda = Data[bit_n];
           endcase
       end
    bufif0 b1 (SDA, 1'b0, InsideSda);  
    wire InsideScl;
    div_2 div (.reset(reset), .clk(~I2C_clk), .clk_2(InsideScl)); 
    bufif1 b2 (SCL, InsideScl, SclEn); 
endmodule
module I2C_Control(reset, write, I2C_clk, sel, SclEn, ready, errory, SetCountMax, SDA, SCL, LastData);
    input reset, write, I2C_clk, SDA, SCL, LastData;
    output SclEn, ready, errory, SetCountMax;
    output [2:0]sel;
    parameter  IDLE=4'b0000, Start=4'b0001, Startbit=4'b0010, 
               AddrWR=4'b0011, AckAddrWR=4'b0100, SubAddrHWR=4'b0101, 
               AckAddrHWR=4'b0110, SubAddrLWR=4'b0111, AckAddrLWR=4'b1000, 
               DataWR=4'b1001, AckDataWR=4'b1010, Stop=4'b1011, 
               Ready=4'b1100, Err=4'b1101;
    reg [3:0] state;      
    reg [3:0] n_state;
    reg SclEn, ready, errory, SetCountMax;
    reg [2:0] sel;
    always@(posedge I2C_clk)
        begin
            if(reset) state=IDLE;
            else state=n_state;
		  end
	 always@(*)
	     begin
		   case(state)
			IDLE:
				begin
					sel = 1; SclEn = 0; SetCountMax = 0;
					ready = 0; errory = 0;
					if (write)
						n_state <= Start;
					else 
						n_state <= IDLE;
				end
			Start:
				begin
					sel = 1; SclEn = 1; SetCountMax = 0;
					ready = 0; errory = 0;
					if (SCL)
						n_state <= Startbit;
					else 
						n_state <= Start;
				end
			Startbit:
				begin
					sel = 0; SclEn = 1; SetCountMax = 1;
					ready = 0; errory = 0;
					n_state<=AddrWR;
				end
			AddrWR:
				begin
					sel = 2; SclEn = 1; SetCountMax = 0;
					ready = 0; errory = 0;
					if ((~SCL)&&LastData)
						n_state <= AckAddrWR;
					else
						n_state <= AddrWR;
				end
			AckAddrWR:
				begin
					sel = 1; SclEn = 1; SetCountMax = 1;
					ready = 0; errory = 0;
					if (~SCL)
						n_state <= SubAddrHWR;
					else if (SDA)
						n_state <= Err;
					else
						n_state <= AckAddrWR;
				end
			SubAddrHWR:
				begin
					sel = 3; SclEn = 1; SetCountMax = 0;
					ready = 0; errory = 0;
					if ((~SCL)&&LastData)
						n_state <= AckAddrHWR;
					else 
						n_state <= SubAddrHWR;
				end
			AckAddrHWR:
				begin
					sel = 1; SclEn = 1; SetCountMax = 1;
					ready = 0; errory = 0;
					if (~SCL)
						n_state <= SubAddrLWR;
					else if (SDA)
						n_state <= Err;
					else 
						n_state <= AckAddrHWR;
				end
			SubAddrLWR:
				begin
					sel = 4; SclEn = 1; SetCountMax = 0;
					ready = 0; errory = 0;
					if ((~SCL)&&LastData)
						n_state <= AckAddrLWR;
					else
						n_state <= SubAddrLWR;
				end
			AckAddrLWR:
				begin
					sel = 1; SclEn = 1; SetCountMax = 1;
					ready = 0; errory = 0;
					if (~SCL)
						n_state <= DataWR;
					else if (SDA)
						n_state <= Err;
					else
						n_state <= AckAddrLWR; 
				end
			DataWR:
				begin
					sel = 5; SclEn = 1; SetCountMax = 0;
					ready = 0; errory = 0;
					if ((~SCL)&&LastData)
						n_state <= AckDataWR;
					else 
						n_state <= DataWR;
				end
			AckDataWR:
				begin
					sel = 1; SclEn = 1; SetCountMax = 1;
					ready = 0; errory = 0;
					if (~SCL)
						n_state <= Stop;
					else if (SDA)
						n_state <= Err;
					else
						n_state <= AckDataWR;
				end
			Stop:
				begin
					sel = 0; SclEn = 0; SetCountMax = 1;
					ready = 0; errory = 0;
					n_state <= Ready;
				end
			Ready:
				begin
					sel = 1; SclEn = 0; SetCountMax = 1;
					ready = 1; errory = 0;
					n_state <= IDLE;
				end
			default:
				begin
					sel = 0; SclEn = 0; SetCountMax = 0;
					ready = 0; errory = 1;
				end
		   endcase
      end
endmodule
module div_2(reset,clk,clk_2);
    input clk,reset;
    output clk_2;
    reg clk_2;
    always@(posedge clk)
       begin
           if(reset) clk_2=0;
           else      clk_2 = ~clk_2;
       end
endmodule
module sub(clk, en, s, q, LastData);
    input clk, en, s;
    output LastData;
    output [2:0] q;
    reg [2:0] q;
    always@(posedge clk)
       begin
           if(s) q = 3'b111;
           else if(en) 
               begin
                  q = q - 1;
               end           
       end
    assign LastData = (q == 3'b0);    
endmodule
module counterT(clk,en,r,q,co);
parameter n=2;
parameter counter_bits = 1;
input clk,en,r;
output reg[counter_bits:1] q;
output co;
assign co = (q==(n-1))&&en;
always @(posedge clk)
begin
	if(r) q=0;
	else if(en)
	begin
		if(q==(n-1)) q=0;
		else q=q+1;
	end
	else q=q;
end
endmodule
module Register(d, ld, sdin, clk, q);
    parameter N=24;
    input ld, sdin, clk;
    input [N-1:0] d;
    output reg[N-1:0] q;
    always@(posedge clk)
       begin
           if(ld) q = d;
           else   q = {q[N-2:0], sdin};
       end
endmodule
module d(d,q,en,clk);
    parameter N = 24;
    input en, clk;
    input [N-1:0] d;
    output reg [N-1:0] q;
    always@(posedge clk)
       begin
           if(en) q=d;
           else q=q;
       end
endmodule
module Produce(BitCount, LRCLK,enl,enr,ld,NewFrame);
    input wire[4:0] BitCount;
    input LRCLK;
    output enl, enr, ld, NewFrame;
    reg enl, enr, ld, NewFrame;
    always@(*)
       begin
          ld = ~(|BitCount);
          enl = ~LRCLK&&BitCount[0]&&~BitCount[1]&&~BitCount[2]&&BitCount[3]&&BitCount[4];
          enr = LRCLK&&BitCount[0]&&~BitCount[1]&&~BitCount[2]&&BitCount[3]&&BitCount[4];
          NewFrame = LRCLK&&~BitCount[0]&&BitCount[1]&&~BitCount[2]&&BitCount[3]&&BitCount[4];
       end
endmodule    
module q8(reset,clk, q);
    parameter N=8;
    input clk,reset;
    output reg[N-1:0] q;
    always@(posedge clk)
    if(reset) q=0;
    else q=q+1;
endmodule
module video_top(audio_clk, LeftPlayData, RightPlayData, ADC_SDATA, MCLK, BCLK, reset,
LRCLK, NewFrame, LeftRecData, RightRecData, DAC_SDATA);
   parameter N=24;
   input audio_clk, ADC_SDATA, reset;
   input wire[N-1:0] LeftPlayData;
   input wire[N-1:0] RightPlayData;
   output MCLK, BCLK, LRCLK, NewFrame, DAC_SDATA;
   output wire[N-1:0] LeftRecData;
   output wire[N-1:0] RightRecData;
   assign MCLK = ~audio_clk; 
   wire [7:0] q1;
   wire [4:0] BitCount;
   q8 #(.N(8)) q_8(.reset(reset), .clk(audio_clk), .q(q1)); 
   assign BCLK = q1[1];
   assign BitCount = q1[6:2];
   assign LRCLK = q1[7];
   wire enl, enr, ld;
   Produce  p(.BitCount(BitCount), .LRCLK(LRCLK), .enl(enl), .enr(enr), .ld(ld), .NewFrame(NewFrame));
   wire [N-1:0] sig1;
   wire [N-1:0] sig2;
   wire [N-1:0] sig3;
   assign sig1 = LRCLK? RightPlayData:LeftPlayData;
   Register #(.N(N)) r1(.d(sig1), .ld(ld), .sdin(1'b0), .clk(~BCLK), .q(sig2));
   assign DAC_SDATA = sig2[N-1];
   Register #(.N(N)) r2(.d(24'b0), .ld(1'b0), .sdin(ADC_SDATA), .clk(BCLK), .q(sig3));
   d #(.N(24)) d1(.d(sig3), .q(LeftRecData), .en(enl), .clk(BCLK));
   d #(.N(24)) d2(.d(sig3), .q(RightRecData), .en(enr), .clk(BCLK));
endmodule
module voice_top(audio_clk, reset, LeftPlayData, RightPlayData, 
LeftRecData, RightRecData, DAC_SDATA, ADC_SDATA, MCLK, BCLK, LRCLK, NewFrame, SDA, SCL, error);
    input audio_clk, reset, ADC_SDATA;
    input [23:0] LeftPlayData, RightPlayData;
    output [23:0] LeftRecData, RightRecData;
    output DAC_SDATA, MCLK, BCLK, LRCLK, NewFrame, SDA, SCL, error;
    video_top #(.N(24)) 
       v1(.audio_clk(audio_clk),
       .LeftPlayData(LeftPlayData),
       .RightPlayData(RightPlayData),
       .ADC_SDATA(ADC_SDATA),
       .MCLK(MCLK), 
       .BCLK(BCLK), 
       .reset(reset),
       .LRCLK(LRCLK), 
       .NewFrame(NewFrame), 
       .LeftRecData(LeftRecData), 
       .RightRecData(RightRecData), 
       .DAC_SDATA(DAC_SDATA));
    wire ready,Write;
    wire [7:0] SubAddrL;
    wire [7:0] data;
    wire I2C_clk;
    buf b1(I2C_clk,LRCLK);
    Com c1(.I2C_clk(I2C_clk), 
           .NewCom(ready),
           .reset(reset),
           .SubAddrL(SubAddrL),
           .data(data),
           .Write(Write));
    I2C i1(.reset(reset),
           .write(Write),
           .I2C_clk(I1C_clk),
           .Addr(8'b01110110),
           .SubAddrH(8'b0100_0000),
           .SubAddrL(SubAddrL),
           .Data(data),
           .SDA(SDA),
           .SCL(SCL),
           .ready(ready),
           .errory(error));
endmodule
==> flow/run.sh <==
#!/bin/bash
# OpenROAD 26Q1-2900-gdf79404cd8, Yosys 0.63+post, stock flow scripts
make -C /OpenROAD-flow-scripts/flow DESIGN_CONFIG=/design/flow/config.mk WORK_HOME=/design/flow/orfs finish
==> flow/config.mk <==
export PLATFORM = sky130hd
export DESIGN_NAME = voice_top
export DESIGN_NICKNAME = voice_top
export VERILOG_FILES = /design/flow/design.v
export SDC_FILE = /design/flow/constraint.sdc
export NUM_CORES = 4
export LEC_CHECK = 1
export CORE_UTILIZATION = 50
==> flow/constraint.sdc <==
current_design voice_top

set clk_period 5.2
set clk_io_pct 0.2

create_clock -name clk0 -period $clk_period [get_ports {audio_clk}]

set non_clock_inputs [all_inputs -no_clocks]
set_input_delay [expr $clk_period * $clk_io_pct] -clock clk0 $non_clock_inputs
set_output_delay [expr $clk_period * $clk_io_pct] -clock clk0 [all_outputs]
==> flow_summary.toml <==
# synthesis and place-and-route metrics
[pwr]
vdd_ir_drop_max_mv = 0.179
cellPowerDensity_nw_per_um2 = 83.4
leakage_nw = 1.70
totalPowerFinal_uw = 385

[clock_network]
clock_tree.htree_level_count = 1
post-cts-setup-buffer-count = 0
clock_tree.buffer_depth = 2
cts-resized-gates = 0
tritoncts_clock_tree = "built"
worst_setup_hold_path_clk_slew_ns = 0.05
cts_hold_buffers = 0
clk-insertion-delay-late_ns = 0.23
cts-buffers-inserted = 3
cts_root_buf = "clkbuf_8"

[logic_synthesis]
mappedNetlistArea_um2 = 3500
synthDistinctLibCells = 28
postSynth.asyncResetShare = 0
largest_area_cell = "edfxtp_1"
synthTopCellsByArea = "edfxtp_1, dfxtp_1, mux2_4, mux2_2, buf_12"
ys.flop_type = "dfxtp_1"
ys_warn_count = 13
postSynthRegisterBits = 104
post_synth_edffs = 48
yosys.stat.seqShare = 0.733
number_of_cells_in_yosys_stat = 196
netlist_instances = 196
synth.top_cell.area_share = 0.412
yosysChipArea_um2 = 3500
syn_area_cell_um2 = 17.8

[final_timing]
worst_pin_slew_ns = 0.578
finalHoldViolCount = 0
setup_viol_count_final = 0
worst_hold_slack_across_all_endpoints_ns = 0.484
register_pins_left_without_a_clock = 96
maxSlewHeadroom = 0.615
final-max-slew-violation-count = 0
setup_repair_after_global_routing_missed_its_margin = "no"
final_setup_tns_ns = 0
number_of_unconstrained_endpoints = 193
finalClockSkew_ns = 0.00570

[routing]
wl_per_cell_um = 13.3
num_vias = 1828
drc_errors = 0
antenna_violating_nets_post_route = 0
viasPerCell = 4.81
detail_route.wirelength_mm = 5.04
drt_first_pass_iters = 4
drtIter0Drc = 37
antenna_cells = 0

[floorplanning]
core.rowCount = 30
io_pins = 107
die_w_um = 85.6
die-area_um2 = 7330
initial_utilization = 0.517
core-area_um2 = 6760
die-height_um = 85.6

[critical_path]
critical-path-top-delay-family = "buffers and inverters"
path_common_cell = "clkbuf_8"
timing.critical_path.cells = "clkbuf_8 -> clkbuf_8 -> inv_1 -> clkdlybuf4s50_1"
path_buffers = 4
worst-endpoint-arrival_ns = 3.34
path_class = "clock port to output pin"
worst_setup_sp_type = "clock port"
crit_path_max_incr_delay_ns = 0.45
crit_required_ns = 4.16
critPathCaptureType = "output pin"
worst_path_max_delay_cell = "clkdlybuf4s50_1"
path_max_fanout = 4

[global_routing]
grt.overflow.total = 0
grt_pass1_wl_mm = 7.98
track_usage = 0.145
first_global_vias = 1715
number_of_antenna_violations_at_the_first_check_in_global_routing = 0
grt_start_max_net_pins = 77

[placed_design]
place_hpwl_mm = 3.60
port-buffer-count = 103
placed_cells = 376
gp_routability_congestion = 0.794

[finish]
flow.area_growth_from_synthesis_pct = 32.1
layout.cells.most_common = "clkdlybuf4s50_1"
finalCoreUtilization = 0.684
post_route_cells_drive_above_1_share = 0.203
post_layout_nonfiller_instances = 380
final_cell_mix = "clkdlybuf4s50_1, dfxtp_1, edfxtp_1"

[worst_hold_path]
hold_class = "register to register"

[outcome]
outcome = "complete, no violations"

[run]
warning_count = 28
max_cap_viols = 0
per-layer routing:
metal | GRT usage | part of all wire | vias up
met5 | 0 | 0 | -
met4 | 0.00758 | 0.0028 | 0
met3 | 0.0273 | 0.049 | 2
met2 | 0.221 | 0.47 | 62
met1 | 0.253 | 0.48 | 860
li1 | - | - | 904
worst paths after layout:
kind,slack (ns),start,depth (start not counted),end
hold reg to reg,0.48,v1.q_8.q[0],1,v1.q_8.q[0]
setup reg to reg,3.39,v1.q_8.q[1],5,v1.q_8.q[6]
hold / removal,0.48,v1.q_8.q[0],1,v1.q_8.q[0]
setup / recovery,0.82,audio_clk,4,MCLK
worst register-to-register path, stage by stage (launching register included):
cell	delay, ns
dfxtp_2	0.32
buf_4	0.48
ha_1	0.30
nand3_1	0.14
or3_1	0.37
a21oi_1	0.14
cell families after synthesis:
group                    after synthesis  share of synthesized area
AND-OR/OR-AND                          6                    0.00931
XOR/XNOR                               3                    0.00752
adder cells (fa/ha/maj)                1                    0.00358
buffers and inverters                 11                     0.0308
flip-flops                           104                      0.733
multiplexers                          47                      0.173
other                                  1                    0.00107
AND/OR/NAND/NOR                       23                     0.0422
state kept, by name, summed over array words and instances, names as in the netlist:
name      flops
v1.d2.q      24
v1.d1.q      24
v1.r2.q      24
v1.r1.q      24
v1.q_8.q      8
power by group:
group	switching [mW]	internal (mW)	leakage, nW
clock network	0.0290	0.0653	0.0309
registers	0.0108	0.174	0.898
logic	0.0381	0.0686	0.772
total	0.0779	0.307	1.70
Yosys cell counts, types with 2 or more instances:
library cell and n:
dfxtp_1 56, edfxtp_1 48, mux2_2 26, mux2_4 20, nor2_1 6, nand2_1 4
a21oi_1 3, buf_4 3, buf_6 3, nand3_1 3, buf_12 2, inv_1 2
o21ai_0 2, or3_1 2, or4bb_2 2, xor2_1 2
per-stage QoR:
step	instance area, um2	setup slack (ns)
6_report	4620	0.819
5_1_grt	4620	0.795
4_1_cts	4620	0.808
3_5_place_dp	4570	1.10
3_3_place_gp	4570	1.10
2_1_floorplan	3500	1.55
layout make-up:
cell class | instances | area (um2)
multi-input cells | 83 | 841
flip-flops and latches | 104 | 2560
inverters | 1 | 3.75
clock buffers | 4 | 51.3
repair buffers | 106 | 1050
clock inverters | 2 | 8.76
fillers | 473 | 2140
well taps | 80 | 100
No activity file was given, so power comes from the tool's default toggle rates.
