`flow/design.v`:
```
`timescale 10ns / 1ps
module Naddr(a,b,s,ci,co);
parameter N=8;
input[N-1:0] a;
input[N-1:0] b;
output[N-1:0] s;
input ci;
output co;
wire co;
integer i;
reg[N-1:0] s;
reg[N:0] c;
assign co = c[N];
always @(*)
begin
	c[0] = ci;
	for(i=0;i<=N-1;i=i+1)
	begin
		s[i] = a[i]^b[i]^c[i];
		c[i+1] = a[i]&&b[i]||a[i]&&c[i]||b[i]&&c[i];
	end
end
endmodule
`timescale 10ns / 1ps
module boothEncode(A,d);
input[2:0] A;
output reg[2:0] d;
always @(*)
begin
	case(A)
		3'B000: d = 3'b000;
		3'B001: d = 3'b001;
		3'B010: d = 3'b001;
		3'B011: d = 3'b010;
		3'B100: d = 3'b110;
		3'B101: d = 3'b111;
		3'B110: d = 3'b111;
		3'B111: d = 3'b000;
	endcase
end
endmodule
`timescale 10ns / 1ps
module booth_multiplier(A,B,P);
	input[15:0] A,B;
	output[31:0] P;
	wire[2:0] d0,d1,d2,d3,d4,d5,d6,d7;
	boothEncode boothEncode0(.A({A[1],A[0],1'b0}),.d(d0));
	boothEncode boothEncode1(.A({A[3],A[2],A[1]}),.d(d1));
	boothEncode boothEncode2(.A({A[5],A[4],A[3]}),.d(d2));
	boothEncode boothEncode3(.A({A[7],A[6],A[5]}),.d(d3));
	boothEncode boothEncode4(.A({A[9],A[8],A[7]}),.d(d4));
	boothEncode boothEncode5(.A({A[11],A[10],A[9]}),.d(d5));
	boothEncode boothEncode6(.A({A[13],A[12],A[11]}),.d(d6));
	boothEncode boothEncode7(.A({A[15],A[14],A[13]}),.d(d7));
	wire[17:0] P7,P6,P5,P4,P3,P2,P1,P0;
	subMultiply subMultiply0(.B(B),.d(d0),.P(P0));
	subMultiply subMultiply1(.B(B),.d(d1),.P(P1));
	subMultiply subMultiply2(.B(B),.d(d2),.P(P2));
	subMultiply subMultiply3(.B(B),.d(d3),.P(P3));
	subMultiply subMultiply4(.B(B),.d(d4),.P(P4));
	subMultiply subMultiply5(.B(B),.d(d5),.P(P5));
	subMultiply subMultiply6(.B(B),.d(d6),.P(P6));
	subMultiply subMultiply7(.B(B),.d(d7),.P(P7));
	subSum subSum0(.P7(P7),.P6(P6),.P5(P5),.P4(P4),.P3(P3),.P2(P2),.P1(P1),.P0(P0),.P(P));
endmodule
module counterT(clk,en,r,q,co);
parameter n=2;
parameter counter_bits = 1;
input clk,en,r;
output reg[counter_bits:1] q;
output co;
assign co = (q==(n-1))&&en;
always @(posedge clk)
begin
	if(r) q=0;
	else if(en)
	begin
		if(q==(n-1)) q=0;
		else q=q+1;
	end
	else q=q;
end
endmodule
module firControl(sample,reset,co,clk,oe,clr);
input sample,reset,clk,co;
output reg clr,oe;
parameter RESET = 0,MAC= 1,DATAOUT=2;
reg[2:0] state,nextstate;
always @(posedge clk) if(reset) state = RESET;else state = nextstate;
always @(*)begin
	clr = 0;oe = 0;
	case(state)
		RESET :begin
			clr = 1;
			oe = 0;
			if(sample)
			begin
				nextstate = MAC;
			end
			else begin
				nextstate = reset;
			end
		end
		MAC: begin
			clr = 0;
			oe = 0;
			if(co) begin
				nextstate = DATAOUT;
			end
			else begin
				nextstate = MAC;
			end
		end
		DATAOUT : begin
			clr = 0;
			oe = 1;
			nextstate = RESET;
		end
	endcase
end
endmodule
module fir_H(xIn,sample,clk,reset,yOut,mode);
input mode;
input sample, clk, reset;
	input[15:0] xIn;
	output[15:0] yOut;
	reg [511:0] x_temp;
	reg [15:0] x_out;
   	wire[4:0] q;
	always @(posedge clk) 
	begin
	   if (reset)
	      x_temp = 512'b0;
		else if (sample) begin
			x_temp = x_temp>>16;
			x_temp[511:496] = xIn;
		end
	end
	always @(*) 
	begin
		case (q)
			5'b00000: x_out=x_temp[15:0];
			5'b00001: x_out=x_temp[31:16];
			5'b00010: x_out=x_temp[47:32];
			5'b00011: x_out=x_temp[63:48];
			5'b00100: x_out=x_temp[79:64];
			5'b00101: x_out=x_temp[95:80];
			5'b00110: x_out=x_temp[111:96];
			5'b00111: x_out=x_temp[127:112];
			5'b01000: x_out=x_temp[143:128];
			5'b01001: x_out=x_temp[159:144];
			5'b01010: x_out=x_temp[175:160];
			5'b01011: x_out=x_temp[191:176];
			5'b01100: x_out=x_temp[207:192];
			5'b01101: x_out=x_temp[223:208];
			5'b01110: x_out=x_temp[239:224];
			5'b01111: x_out=x_temp[255:240];
			5'b10000: x_out=x_temp[271:256];
			5'b10001: x_out=x_temp[287:272];
			5'b10010: x_out=x_temp[303:288];
			5'b10011: x_out=x_temp[319:304];
			5'b10100: x_out=x_temp[335:320];
			5'b10101: x_out=x_temp[351:336];
			5'b10110: x_out=x_temp[367:352];
			5'b10111: x_out=x_temp[383:368];
			5'b11000: x_out=x_temp[399:384];
			5'b11001: x_out=x_temp[415:400];
			5'b11010: x_out=x_temp[431:416];
			5'b11011: x_out=x_temp[447:432];
			5'b11100: x_out=x_temp[463:448];
			5'b11101: x_out=x_temp[479:464];
			5'b11110: x_out=x_temp[495:480];
			5'b11111: x_out=x_temp[511:496];
		endcase
	end
	wire[31:0] p, raw_y;
	wire oe, clr, co;
	firControl firControl0(.reset(reset), .sample(sample), 
			.clk(clk), .co(co), .clr(clr), .oe(oe));
	counterT #(.n(5'b1111_1),.counter_bits(5)) counter(.r(clr), .clk(clk), .q(q), .co(co), .en(1'b1));
	wire[15:0] b;
	h_rom_h h(.addr(~q+1),.dout(b),.mode(mode));
	booth_multiplier mu(.A(x_out), .B(b), .P(p));
	wire[32:0] temp_s;
	wire[31:0] s;
	Naddr  #(.N(33)) adder_32(.a({raw_y[31],raw_y}), .b({p[31],p}), .ci(1'b0), .s(temp_s), .co());
	assign s = (temp_s[32] == temp_s[31])? temp_s[31:0]:(temp_s[32]? 32'h8000_0000:32'h7fff_fff);
	dffre #(.WIDTH(32)) D_32(.d(s),.clk(clk), .r(clr), .q(raw_y), .en(1'b1));
	wire[15:0] temp_y;
	assign temp_y = raw_y[31]? (raw_y[30]? raw_y[30:15]:16'h8000)
			:(raw_y[30]? 16'h7fff:raw_y[30:15]);
	dffre #(.WIDTH(32)) D_y(.d(temp_y), .clk(clk), .r(reset), .q(yOut), .en(oe));
endmodule
module h_rom_h(addr,dout,mode);
input mode;
input[4:0] addr;
output reg[15:0] dout;
always @(*)begin
		if(mode) begin
		case(addr)
		5'b00000: dout = 16'b1111111111110010;
                    5'b00001: dout = 16'b0000000000010001;
                    5'b00010: dout = 16'b0000000001000000;
                    5'b00011: dout = 16'b0000000010000011;
                    5'b00100: dout = 16'b0000000011000011;
                    5'b00101: dout = 16'b0000000011010000;
                    5'b00110: dout = 16'b0000000001101100;
                    5'b00111: dout = 16'b1111111101101011;
                    5'b01000: dout = 16'b1111110111010110;
                    5'b01001: dout = 16'b1111110000001000;
                    5'b01010: dout = 16'b1111101010110000;
                    5'b01011: dout = 16'b1111101010111101;
                    5'b01100: dout = 16'b1111110101010010;
                    5'b01101: dout = 16'b0000001111111001;
                    5'b01110: dout = 16'b0001001011001101;
                    5'b01111: dout = 16'b0100111010000110;
                    5'b10000: dout = 16'b1011000101111010;
                    5'b10001: dout = 16'b1110110100110011;
                    5'b10010: dout = 16'b1111110000000111;
                    5'b10011: dout = 16'b0000001010101110;
                    5'b10100: dout = 16'b0000010101000011;
                    5'b10101: dout = 16'b0000010101010000;
                    5'b10110: dout = 16'b0000001111111000;
                    5'b10111: dout = 16'b0000001000101010;
                    5'b11000: dout = 16'b0000000010010101;
                    5'b11001: dout = 16'b1111111110010100;
                    5'b11010: dout = 16'b1111111100110000;
                    5'b11011: dout = 16'b1111111100111101;
                    5'b11100: dout = 16'b1111111101111101;
                    5'b11101: dout = 16'b1111111111000000;
                    5'b11110: dout = 16'b1111111111101111;
                    5'b11111: dout = 16'b0000000000001110;
endcase
		end
		else begin
		case(addr)
			5'b00000: dout = 16'b0000000000110001;
5'b00001: dout = 16'b0000000000111100;
5'b00010: dout = 16'b0000000001010101;
5'b00011: dout = 16'b0000000010000000;
5'b00100: dout = 16'b0000000011000001;
5'b00101: dout = 16'b0000000100011100;
5'b00110: dout = 16'b0000000110010101;
5'b00111: dout = 16'b0000001000110011;
5'b01000: dout = 16'b0000001100000000;
5'b01001: dout = 16'b0000010000001100;
5'b01010: dout = 16'b0000010101110010;
5'b01011: dout = 16'b0000011101100011;
5'b01100: dout = 16'b0000101001001110;
5'b01101: dout = 16'b0000111101010011;
5'b01110: dout = 16'b0001101010010010;
5'b01111: dout = 16'b0101000101001010;
5'b10000: dout = 16'b1010111010110110;
5'b10001: dout = 16'b1110010101101110;
5'b10010: dout = 16'b1111000010101101;
5'b10011: dout = 16'b1111010110110010;
5'b10100: dout = 16'b1111100010011101;
5'b10101: dout = 16'b1111101010001110;
5'b10110: dout = 16'b1111101111110100;
5'b10111: dout = 16'b1111110100000000;
5'b11000: dout = 16'b1111110111001101;
5'b11001: dout = 16'b1111111001101011;
5'b11010: dout = 16'b1111111011100100;
5'b11011: dout = 16'b1111111100111111;
5'b11100: dout = 16'b1111111110000000;
5'b11101: dout = 16'b1111111110101011;
5'b11110: dout = 16'b1111111111000100;
5'b11111: dout = 16'b1111111111001111;
			endcase
		end
end
endmodule
module dffre(d,en,r,clk,q);
parameter WIDTH = 1;
input en,r,clk;
input[WIDTH-1:0] d;
output reg[WIDTH-1:0] q;
always @(posedge clk)
begin
	if(r) q = {WIDTH{1'b0}};
	else if(en) q=d;
	else q = q;
end
endmodule
`timescale 10ns / 1ps
module subMultiply(B,d,P);
input[15:0] B;
input[2:0] d;
output reg[17:0] P;
always @(*)
begin
	case(d)
		3'b000: P = 18'b0; 
		3'b001: P = {B[15],B[15],B};
		3'b010: begin
			P = {B[15],B[15],B}<<1;
		end
		3'b110:begin
			P = ((~{B[15],B[15],B})+1)<<1;
		end
		3'b111:begin
			P = (~{B[15],B[15],B})+1;
		end
	endcase
end
endmodule
`timescale 10ns / 1ps
module subSum(P7,P6,P5,P4,P3,P2,P1,P0,P);
input[17:0] P7,P6,P5,P4,P3,P2,P1,P0;
output[31:0] P;
wire[19:0] P01,P23,P45,P67;
Naddr #(.N(20)) Naddr0(.a({P0[17],P0[17],P0}),.b({P1,2'b0}),.s(P01),.ci(1'b0),.co());
Naddr #(.N(20)) Naddr1(.a({P2[17],P2[17],P2}),.b({P3,2'b0}),.s(P23),.ci(1'b0),.co());
Naddr #(.N(20)) Naddr2(.a({P4[17],P4[17],P4}),.b({P5,2'b0}),.s(P45),.ci(1'b0),.co());
Naddr #(.N(20)) Naddr3(.a({P6[17],P6[17],P6}),.b({P7,2'b0}),.s(P67),.ci(1'b0),.co());
wire[23:0] P0123,P4567;
Naddr #(.N(24)) Naddr4(.a({P01[19],P01[19],P01[19],P01[19],P01}),.b({P23,4'b0}),.s(P0123),.ci(1'b0),.co());
Naddr #(.N(24)) Naddr5(.a({P45[19],P45[19],P45[19],P45[19],P45}),.b({P67,4'b0}),.s(P4567),.ci(1'b0),.co());
Naddr #(.N(32)) Naddr6(.a({{8{P0123[23]}},P0123}),.b({P4567,8'b0}),.s(P),.ci(1'b0),.co());
endmodule
```
`flow/run.sh`:
```
#!/bin/bash
# OpenROAD 26Q1-2900-gdf79404cd8, Yosys 0.63+post, stock flow scripts
make -C /OpenROAD-flow-scripts/flow DESIGN_CONFIG=/design/flow/config.mk WORK_HOME=/design/flow/orfs finish
```
`flow/config.mk`:
```
export PLATFORM = sky130hd
export DESIGN_NAME = fir_H
export DESIGN_NICKNAME = fir_H
export VERILOG_FILES = /design/flow/design.v
export SDC_FILE = /design/flow/constraint.sdc
export NUM_CORES = 4
export LEC_CHECK = 1
export CORE_UTILIZATION = 30
```
`flow/constraint.sdc`:
```
current_design fir_H

set clk_period 23.9
set clk_io_pct 0.2

create_clock -name clk0 -period $clk_period [get_ports {clk}]

set non_clock_inputs [all_inputs -no_clocks]
set_input_delay [expr $clk_period * $clk_io_pct] -clock clk0 $non_clock_inputs
set_output_delay [expr $clk_period * $clk_io_pct] -clock clk0 [all_outputs]
```
==> COMMIT_EDITMSG <==
Refresh implementation metrics

- CTS tree: built
* Starting density of the core: 30.4%
- After floorplanning, the core was sized to cover 0.117 mm^2.
- Hold repair after CTS inserted 0 buffers.
* Avg Synthesized Cell Area: 9.04 um^2
- For this design the top-level I/O count stands at 36.
- The most critical hold endpoint after final layout shows a slack of 484 ps.
- Number of enable-type register cells in the synthesized netlist: 0
- Maximum clock rate: 0.0437 GHz
* Number of unconstrained endpoints: 146
- Origin of the critical flop-to-flop path: counter.q[1]
- The CTS report gives the tree buffer count as 58.
- In this design, the critical path's most frequently occurring cell is sky130_fd_sc_hd__fa_1.
- Per the detail_route report, vias per standard cell equal 5.43.
* Critical path required time: 24440 ps
- Final-report setup violation count: 0
- The first global-routing pass estimated 172000 um of wire.
- Fraction of final layout cells sized beyond drive strength 1: 6.51%
* Placer congestion estimate: 0.991
- Tightest Hold Check Type: reg -> reg
* Arrival time worst endpoint: 23400 ps
- Number of global-route vias before repair: 27368
* Number of maximum-capacitance violations: 0
* Number of logged tool warnings: 43
- The launch point of the worst min-delay path is recorded as D_y.q[8].
- Syn. warnings: 14
- Across the routed clock network, the largest skew measured is 29.1 ps.
- Chip area in the Yosys report: 0.0355 mm^2
- Synthesis handed over a netlist of 3929 instances.
* Total global routing track utilization: 18.9%
* Final cell utilization of the core: 33.7%
- Worst-path cell with the longest stage delay: sky130_fd_sc_hd__fa_1
- Number of buffers inserted by port buffering: 35
- Setup repair after global routing left no endpoint under its margin.
- Detailed-route iteration 0 reported a violation count of 3024.
* Worst supply voltage drop on vdd: 67.6 uV
* Delay-heaviest family, CP: adder cells
- Clock-pin slew was measured on the worst setup and hold paths at 60 ps.
- Initial antenna violation count: 0
- Standard-cell rows: 125
- Maximum net fanout on the critical path: 28
- Cell area after technology mapping: 0.0355 mm^2
- Worst Setup Path Type: in -> reg
* Root buffer selected by CTS: sky130_fd_sc_hd__clkbuf_16
* Detail-routed net length per standard cell: 20.9 um
- Global-route congestion overflow total: 0
* Slew at the pin closest to its max-slew limit: 951 ps
- In the final report, the number of pins over their slew limit comes to 0.
- The synthesis report names the predominant flop master as sky130_fd_sc_hd__dfxtp_1.
- Routed vias: 29139
- Per the OpenROAD floorplan log, the area of the die is 0.120 mm^2.
- The timer found 146 register pins that no clock reaches; their paths are not timed.
* Final HPWL DP: 72600 um
* Tally of unique sky130hd cells used after synthesis: 85
* Non-Filler Instances: 5363
* Max incr delay on CP: 600 ps
- Final ANT Viol Nets: 0
- The number of buffers and inverters on the critical path is 11.
- Number of cells in the design after placement: 5258
* Final critical-path required period: 22860 ps
* Die Ht: 346 um
* Number of storage elements in the synthesis netlist: 713
- Post-route DRC violation count: 0
- Post-CTS setup buffer count: 0
- The first detailed-routing pass ran for 9 iterations.
- In this run the power density over the cells is 60.8 mW/mm^2.
- Critical path origin: mode
- Entering global routing, the biggest net connects 150 pins.
- The clock H-tree reported by CTS has 2 levels.
- Antenna repair during routing inserted a diode count of 0.
* Reg area: 0.0135 mm^2
* Startpoint Class: input port
* Die Wd: 346 um
- Endpoint class of the critical path: flop
- The report lists the number of cells resized after CTS as 0.
- No sink is reached through more buffers than the 3 on the longest clock path.
- Of all flip-flops after synthesis, the portion carrying an async set or reset was 0%.
- The leakage power in the latest report is 15.9 nW.
* Final Hold Vio Count: 0
- Filler instances: 11699
* Worst max-slew margin expressed relative to the limit: 36.1%
- Of the available clock period, the critical path in the final layout requires 95.7%.
* Status: finished, final reports clean
* Cell count in the Yosys report: 3929
- DRT Wirelength: 112000 um
- Area Growth Syn to Fin: 11.0%
* Late-Pin Clk Latency: 640 ps
- Combinational gate area: 0.0200 mm^2
==> worst min-delay path, delay by kind of cell, from the launching register on <==
kind	cells	cell delay, ps
and+or+nand+nor	1	80
DFF	1	310
AOI/OAI and AO/OA	1	50
==> state kept, by name (all words and copies together), names as in the netlist <==
register and flops:
firControl0.state 2, D_32.q 32, mu.subMultiply7.P 18, mu.subMultiply0.P 18, mu.subMultiply6.P 18, mu.subMultiply5.P 18
counter.q 5, mu.subMultiply2.P 18, mu.subMultiply1.P 18, mu.subMultiply3.P 18, firControl0.nextstate 2, D_y.q 16
x_temp 512, mu.subMultiply4.P 18
==> cell usage after synthesis (42+ instances only) <==
cell / count / area (um^2)
sky130_fd_sc_hd__clkbuf_1: 278 / 1040
sky130_fd_sc_hd__a21oi_1: 117 / 586
sky130_fd_sc_hd__nand4_1: 42 / 263
sky130_fd_sc_hd__o21ai_0: 92 / 460
sky130_fd_sc_hd__nand3_1: 43 / 215
sky130_fd_sc_hd__fa_1: 153 / 3060
sky130_fd_sc_hd__mux2i_1: 519 / 5190
sky130_fd_sc_hd__nor2_1: 712 / 2670
sky130_fd_sc_hd__inv_1: 214 / 803
sky130_fd_sc_hd__nor3_1: 62 / 310
sky130_fd_sc_hd__a221oi_1: 78 / 683
sky130_fd_sc_hd__buf_1: 50 / 188
sky130_fd_sc_hd__a22oi_1: 170 / 1280
sky130_fd_sc_hd__dlxtn_1: 146 / 2190
sky130_fd_sc_hd__nand2_1: 118 / 443
sky130_fd_sc_hd__dfxtp_1: 567 / 11400
==> final timing paths <==
| path | slack (ps) | to | depth (start not counted) |
|---|---|---|---|
| min | 480 | D_y.q[8] | 2 |
| min reg2reg | 480 | D_y.q[8] | 2 |
| max | 1040 | D_32.q[3] | 56 |
| max reg2reg | 2680 | D_32.q[3] | 61 |
==> power by group <==
group | internal [mW] | switching (mW) | total [mW]
clock | 0.522 | 0.400 | 0.922
combinational | 0.164 | 0.298 | 0.461
sequential | 0.989 | 0.0248 | 1.01
==> stage by stage <==
step                      setup slack (ps)  cell area (um^2)  power [mW]  setup TNS (ps)
after floorplan                       1800             35600        1.37               0
after global placement               -75.9             37500        1.49           -1690
after detailed placement              -129             37500        1.49           -2670
after CTS                              498             39400        2.41               0
after global routing                   102             39400        2.52               0
final                                 1040             39400        2.40               0
==> placed cells by master (no fill, tap or decap), types with 18 or more instances in the layout <==
cell,netlist,routed
sky130_fd_sc_hd__a21oi_1,117,117
sky130_fd_sc_hd__a221oi_1,78,78
sky130_fd_sc_hd__a222oi_1,31,31
sky130_fd_sc_hd__a22o_1,28,28
sky130_fd_sc_hd__a22oi_1,170,168
sky130_fd_sc_hd__a31oi_1,35,35
sky130_fd_sc_hd__a32oi_1,30,30
sky130_fd_sc_hd__buf_4,0,103
sky130_fd_sc_hd__clkbuf_16,0,58
sky130_fd_sc_hd__clkdlybuf4s50_1,0,33
sky130_fd_sc_hd__conb_1,1,18
sky130_fd_sc_hd__dfxtp_1,567,565
sky130_fd_sc_hd__dlxtn_1,146,146
sky130_fd_sc_hd__fa_1,153,153
sky130_fd_sc_hd__ha_1,41,41
sky130_fd_sc_hd__inv_1,214,214
sky130_fd_sc_hd__mux2i_1,519,518
sky130_fd_sc_hd__nand2_1,118,118
sky130_fd_sc_hd__nand3_1,43,43
sky130_fd_sc_hd__nand4_1,42,42
sky130_fd_sc_hd__nor2_1,712,712
sky130_fd_sc_hd__nor3_1,62,61
sky130_fd_sc_hd__o211ai_1,39,39
sky130_fd_sc_hd__o21ai_0,92,92
sky130_fd_sc_hd__o31ai_1,21,21
sky130_fd_sc_hd__xnor2_1,22,22
==> kinds of logic after synthesis <==
group / count (synthesis) / synth area share, %
compound gates: 794 / 16.4
buf+inv: 569 / 6.21
xor+xnor: 29 / 0.715
other cells: 1 / 0.0106
simple gates: 1107 / 13.7
latches: 146 / 6.17
mux: 522 / 14.8
flops: 567 / 32.0
fa+ha+maj: 194 / 10.1
==> cell type report <==
type	count	share of cell area, %
Sequential cell	713	34.4
Clock inverter	18	0.495
Clock buffer	87	4.39
Inverter	217	2.07
Multi-Input combinational cell	2664	50.9
Tap cell	1524	4.84
Timing Repair Buffer	140	2.98
==> routing by layer <==
layer  GRT usage, %  up-vias  part of all wire (%)
li1               -    13647                     -
met1           28.7    13912                    45
met2           26.8     1376                    42
met3           5.98      204                    11
met4           4.08        0                   2.5
met5              0        -                     0
Power and IR drop assume default switching activity.
